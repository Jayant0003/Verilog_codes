### /design/flow/design.v
module RamSPort_16x8  # (parameter width=8, depth=16, add_bus=4)
  					(input we,
                     input re,
                     input [add_bus-1:0] add,
                     inout [width-1:0] data);
  reg [width-1:0] mem [depth-1:0];
  always @(*)
    if(we && !re)
      mem[add]=data;
  assign data=(re&&!we)?mem[add]:8'hzz;
endmodule
module RamSPort_16x8_tb();
  wire [7:0] data;
  reg we,re;
  reg [3:0] add;
  reg [7:0] temp;
  RamSPort_16x8 DUT(we,re,add,data);
  assign data=(we&!re)?temp:8'hzz;  
 task initialize;
   {we,re,temp}=0;
 endtask
  task write(input w,input [3:0] a,input [7:0] d);
    begin
      we=w;
      re=0;
      temp=d;
      add=a;
    end
  endtask
  task read(input r,input [3:0] a);
    begin
      re=r;
      we=0;
      add=a;
    end endtask
  initial begin
    initialize;
    #5 write(1,4'b1101,8'd14);
    #5 write(1,4'b1001,8'd10);
    #5 write(1,4'b0101,8'd4);
    #5 read(1,4'b1101);
    #5 read(1,4'b0101);
  end
  initial
    $monitor("we=%b re=%b add=%b data=%b",we,re,add,data);
endmodule   
### /design/flow/run.sh
#!/bin/bash
# OpenROAD 26Q1-2900-gdf79404cd8, Yosys 0.63+post, stock flow scripts
make -C /OpenROAD-flow-scripts/flow DESIGN_CONFIG=/design/flow/config.mk WORK_HOME=/design/flow/orfs finish
### /design/flow/config.mk
export PLATFORM = sky130hd
export DESIGN_NAME = RamSPort_16x8
export DESIGN_NICKNAME = RamSPort_16x8
export VERILOG_FILES = /design/flow/design.v
export SDC_FILE = /design/flow/constraint.sdc
export NUM_CORES = 4
export LEC_CHECK = 1
export CORE_UTILIZATION = 40
### /design/flow/constraint.sdc
current_design RamSPort_16x8

set clk_period 3.1
set clk_io_pct 0.2

create_clock -name clk0 -period $clk_period

set non_clock_inputs [all_inputs -no_clocks]
set_input_delay [expr $clk_period * $clk_io_pct] -clock clk0 $non_clock_inputs
set_output_delay [expr $clk_period * $clk_io_pct] -clock clk0 [all_outputs]
==> impl_metrics.ini <==
; generated from flow reports
[synthesis]
ys_area_um2 = 3422
synthArstFlopShare_pct = 0
top_cell = dlxtn_1
edf_count = 0
common_cells = 128 x dlxtn_1, 23 x a22oi_1, 21 x mux2_2
synth.area.mux_share_pct = 7.824
syn_area_um2 = 3422
yosys.area.top_type_share_pct = 56.11
xor_area_share_pct = 0
ys_top_cells_by_area = dlxtn_1 56%, mux2_2 6.9%, a22oi_1 5.0%
synth_cell_types = 50
ys_cells = 318
synthSimpleGateAreaFrac_pct = 14.26
synthAoiAreaFrac_pct = 15.69
ys_sh_adder_pct = 0
postSynthCellCount = 318
yosys_warnings = 132
synth_area_per_cell_um2 = 10.76
synth-seq-cells = 128
largest_area_cell = dlxtn_1
netlist_logic_family_top = AND-OR/OR-AND gates
synth-main-ff-cell = dlxtn_1

[floorplan]
fp_util_pct = 41.44
rows = 33
num_io_pins = 14
fp.dieW_um = 94.50
die_h_um = 94.50

[clock_network]
cts_setup_buffers = 0
hold_buffers = 0
cts_resized = 0

[run_status]
status = stopped before the end
lastStage = clock tree synthesis (4_1_cts)
first-error = [error] [KeplerFormal.cpp:679] Workflow failed: Iso has multiple drivers: .data0, _348_.X0

[sta]
untimed_endpoints = 128
unclocked_regs = 128

[placed_design]
place.gp.congestion = 0.8938
io_buffer_count = 6
dp_hpwl_mm = 5.564
[through the flow]
stage	setup WS, ps	area, µm²	util, %	std cells
after floorplan	739.2	3422	-	318
after global placement	111.1	3581	43.36	425
after detailed placement	119.3	3581	43.36	425
[logic make-up after synthesis]
logic type	Yosys count
AND-OR/OR-AND	65
multiplexers	24
AND/OR/NAND/NOR	77
latches	128
buffers and inverters	24
